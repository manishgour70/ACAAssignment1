==> flow/design.v <==
`timescale 1ns / 1ps
module multiplexer(data0,data1,data2,data3,data4,data5,data6,data7,selectLine,Output);
input [31:0]data0,data1,data2,data3,data4,data5,data6,data7;
input [2:0]selectLine;
output [31:0]Output;
reg [31:0] Output;
always @ (data0 or data1 or data2 or data3 or data4 or data5 or data6 or data7 or selectLine) 
begin 
 case (selectLine) 
  3'b000 : Output = data0; 
  3'b001 : Output = data1; 
  3'b010 : Output = data2; 
  3'b011 : Output = data3; 
  3'b100 : Output = data4; 
  3'b101 : Output = data5; 
  3'b110 : Output = data6; 
  3'b111 : Output = data7; 
  default : Output = 32'bx; 
 endcase 
end  
endmodule
module multiplexer_test;
	reg [31:0] data0;
	reg [31:0] data1;
	reg [31:0] data3;
	reg [31:0] data2;
	reg [31:0] data4;
	reg [31:0] data5;
	reg [31:0] data6;
	reg [31:0] data7;
	reg [2:0] selectLine;
	wire [31:0] Output;
	multiplexer uut (
		.data0(data0), 
		.data1(data1), 
		.data2(data2), 
		.data3(data3), 
		.data4(data4), 
		.data5(data5), 
		.data6(data6), 
		.data7(data7), 
		.selectLine(selectLine), 
		.Output(Output)
	);
	initial begin
		data0 = 32'd0;
		data1 = 32'd1;
		data2 = 32'd2;;
		data3 = 32'd3;
		data4 = 32'd4;
		data5 = 32'd5;
		data6 = 32'd6;
		data7 = 32'd7;
		selectLine = 3'b000;
		#100
		data0 = 32'd0;
		data1 = 32'd1;
		data2 = 32'd2;;
		data3 = 32'd3;
		data4 = 32'd4;
		data5 = 32'd5;
		data6 = 32'd6;
		data7 = 32'd7;
		selectLine = 3'b001;
		#100;
		data0 = 32'd0;
		data1 = 32'd1;
		data2 = 32'd2;;
		data3 = 32'd3;
		data4 = 32'd4;
		data5 = 32'd5;
		data6 = 32'd6;
		data7 = 32'd7;
		selectLine = 3'b010;
		#100;
      data0 = 32'd0;
		data1 = 32'd1;
		data2 = 32'd2;;
		data3 = 32'd3;
		data4 = 32'd4;
		data5 = 32'd5;
		data6 = 32'd6;
		data7 = 32'd7;
		selectLine = 3'b011;
		#100;
		data0 = 32'd0;
		data1 = 32'd1;
		data2 = 32'd2;;
		data3 = 32'd3;
		data4 = 32'd4;
		data5 = 32'd5;
		data6 = 32'd6;
		data7 = 32'd7;
		selectLine = 3'b100;
		#100;
		data0 = 32'd0;
		data1 = 32'd1;
		data2 = 32'd2;;
		data3 = 32'd3;
		data4 = 32'd4;
		data5 = 32'd5;
		data6 = 32'd6;
		data7 = 32'd7;
		selectLine = 3'b101;
		#100;
		data0 = 32'd0;
		data1 = 32'd1;
		data2 = 32'd2;;
		data3 = 32'd3;
		data4 = 32'd4;
		data5 = 32'd5;
		data6 = 32'd6;
		data7 = 32'd7;
		selectLine = 3'b110;
		#100;
		data0 = 32'd0;
		data1 = 32'd1;
		data2 = 32'd2;;
		data3 = 32'd3;
		data4 = 32'd4;
		data5 = 32'd5;
		data6 = 32'd6;
		data7 = 32'd7;
		selectLine = 3'b111;
		#100;
	end
endmodule
==> flow/run.sh <==
#!/bin/bash
# OpenROAD 26Q1-2900-gdf79404cd8, Yosys 0.63+post, stock flow scripts
make -C /OpenROAD-flow-scripts/flow DESIGN_CONFIG=/design/flow/config.mk WORK_HOME=/design/flow/orfs finish
==> flow/config.mk <==
export PLATFORM = sky130hd
export DESIGN_NAME = multiplexer
export DESIGN_NICKNAME = multiplexer
export VERILOG_FILES = /design/flow/design.v
export SDC_FILE = /design/flow/constraint.sdc
export NUM_CORES = 4
export LEC_CHECK = 1
export CORE_AREA = 10 10 120 120
export DIE_AREA = 0 0 130 130
==> flow/constraint.sdc <==
current_design multiplexer

set clk_period 4.7
set clk_io_pct 0.2

create_clock -name clk0 -period $clk_period

set non_clock_inputs [all_inputs -no_clocks]
set_input_delay [expr $clk_period * $clk_io_pct] -clock clk0 $non_clock_inputs
set_output_delay [expr $clk_period * $clk_io_pct] -clock clk0 [all_outputs]
==> flow_summary.json <==
{
  "synth.yosys.num_cells": 306,
  "worstSetupPathType": "input pin to output pin",
  "worst_slew_margin_rel_pct": 46.99,
  "post-route-drc-count": 0,
  "avgRoutedWirePerCell_um": 20.75,
  "static-leakage-power_nw": 1.864,
  "critPathMaxFanout": 55,
  "clock_buffer_count": 0,
  "postSynthSeqShare_pct": 0,
  "grt_max_degree": 71,
  "worst_hold_path.num_cells": 4,
  "cts_hold_buffers": 0,
  "die_area_um2": 16900,
  "grt_pass1_vias": 3817,
  "postLayoutCoreUtil_pct": 43.67,
  "max_slew.worst_pin.slew_ns": 0.7932,
  "grt_util_all_layers_pct": 16.23,
  "required_time_of_the_worst_setup_path_ns": 3.76,
  "floorplan.core_area_um2": 11910,
  "postSynthCellCount": 306,
  "worstSetupStartpointType": "input pin",
  "final.hold.worst_slack_ns": 2.814,
  "worstHoldPathType": "input pin to output pin",
  "dpl-instance-area_um2": 5199,
  "post_route_cell_area_um2": 5201,
  "topCellsByArea": "a22oi_1 (18%), mux2_2 (14%), a21bo_2 (11%), nand2b_1 (8.9%), o211ai_1 (8.4%)",
  "cellPowerDensity_nw_per_um2": 89.41,
  "drt_first_pass_iters": 4,
  "synth_warnings": 1,
  "antenna_violations_before_repair": 1,
  "setup-violations-final": 0,
  "final_min_period_over_clock_period_pct": 81.83,
  "first_pass_grt_wire_length_um": 21530,
  "yosysChipArea_um2": 2245,
  "worstSetupEndpointType": "output pin",
  "drt_iter0_drc": 169,
  "portBuffers": 291,
  "max-vdd-ir-drop_uv": 33.92,
  "final.min_clock_period_ns": 3.846,
  "run_status": "complete, no violations",
  "grt.overflow.total": 0,
  "post_synth.cell_area_avg_um2": 7.335,
  "final-seq-area_um2": 0,
  "dr_total_vias": 3509,
  "warning_count": 32,
  "syn_area_um2": 2245,
  "timing.fmax_mhz": 260.0,
  "cts_resized": 0,
  "die_width_um": 130,
  "ys_types": 29,
  "most_popular_library_cell_in_the_synthesized_design_by_count": "a22oi_1",
  "via_per_inst": 4.908,
  "chipHeight_um": 130,
  "yosys.area.top_type": "a22oi_1",
  "maxSlewViolCount": 0,
  "sequential_cell_total": 0,
  "finalWeightedCongestion": 0.8805,
  "synth_largest_type_area_fraction_pct": 17.73,
  "ioPinCount": 291,
  "initial_core_util_pct": 18.84,
  "cts_post_setup_buffers_inserted": 0,
  "rsz0062_at_grt": "no",
  "max_cap_violations": 0,
  "drive_gt1_share_pct": 12.52,
  "timing.final.hold_violations": 0,
  "wl_um": 14840,
  "dpl.cell_count": 714,
  "detail-route-antenna-nets": 0,
  "area.growth.synth_to_final_pct": 131.7,
  "core.rowCount": 40,
  "final_cell_count_no_fill": 715,
  "critical_path_arrival_ns": 2.91,
  "setup_total_negative_slack_ns": 0,
  "top_cells_by_count": "a22oi_1 (53), nand2b_1 (32), nor2_1 (29)",
  "dp.final_hpwl_um": 12160,
  "num-fill-cells": 1187
}
placed cells by master, fill, tap and decap left out:
master,synthesis,final
clkdlybuf4s50_1,0,288
a22oi_1,53,53
nand2b_1,32,32
nor2_1,29,28
mux2_2,28,28
a31oi_1,27,27
a21bo_2,25,25
o211ai_1,25,25
nand2_1,11,11
buf_4,3,8
mux2i_1,6,6
o2bb2ai_1,3,3
inv_1,3,3
a221oi_1,3,3
nand4b_1,3,3
o21ai_0,3,3
o32a_1,3,3
mux4_2,3,3
and4b_1,2,2
a21oi_1,2,2
and3b_1,2,2
buf_2,26,2
buf_12,1,2
diode_2,0,1
nor2_4,0,1
nor2_2,1,1
or3_4,1,1
nor3b_1,1,1
a211o_1,1,1
final timing paths:
check | startpoint | to | slack (ns)
worst min-delay path | selectLine[2] | Output[8] | 2.81
worst max-delay path | selectLine[0] | Output[4] | 0.85
critical path, stage by stage:
cell and delay (ns):
buf_2 0.13, buf_4 0.50, or3_4 0.50, nor2_1 0.08
a31oi_1 0.21, clkdlybuf4s50_1 0.51
layer usage:
| layer | vias to the layer above | part of all wire, % | track usage (%) |
|---|---|---|---|
| met5 | - | 0 | 0 |
| met4 | 0 | 1.3 | 1.852 |
| met3 | 10 | 11 | 5.679 |
| met2 | 199 | 51 | 30.40 |
| met1 | 1574 | 36 | 17.61 |
| li1 | 1726 | - | - |
area by class of cell:
| type | instances | area (um^2) | area share (%) |
|---|---|---|---|
| timing repair buffer | 300 | 2993 | 57.54 |
| multi-input combinational | 264 | 2011 | 38.66 |
| tap | 147 | 183.9 | 3.536 |
| inverter | 3 | 11.26 | 0.2165 |
| antenna | 1 | 2.502 | 0.04811 |
cells by family after synthesis:
family | Yosys count | share of synthesized area (%)
compound gates | 145 | 49.94
simple gates | 82 | 19.57
buf+inv | 42 | 10.76
mux | 37 | 19.73
through the flow:
stage | setup slack (ns) | power (mW)
global placement | 0.8714 | 0.4676
finish | 0.8539 | 0.4650
global route | 0.7086 | 0.5037
floorplan | 1.880 | 0.1535
CTS | 0.8125 | 0.4715
detailed placement | 0.8110 | 0.4692
power breakdown:
part | internal (mW) | leakage [nW] | switching, mW | total, mW
clock network | 0.0000000284 | 0.00000634 | 0 | 0.0000000284
registers | 0 | 0 | 0 | 0
logic | 0.331 | 1.86 | 0.134 | 0.465
Power and IR drop assume default switching activity.
